==> flow/design.v <==
`timescale 1ns / 1ps
module Chia_10(
    input ckht,
    output  ena2hz, ena5hz, ena1hz, ena20hz,
    output  ena50hz, ena100hz, ena1khz
    );
integer d2hz_r, d2hz_n;  
integer d5hz_r, d5hz_n;  
integer d1hz_r, d1hz_n;  
integer d20hz_r, d20hz_n;  
integer d50hz_r, d50hz_n;  
integer d100hz_r, d100hz_n;  
integer d1khz_r, d1khz_n;  
parameter N = 50000000;
initial
    begin
    d2hz_n = 0; d2hz_r = 0;
    d5hz_n = 0; d5hz_r = 0;
    d1hz_n = 0; d1hz_r = 0;
    d20hz_n = 0; d20hz_r = 0;
    d50hz_n = 0; d50hz_r = 0;
    d100hz_n = 0; d100hz_r = 0;
    d1khz_n = 0; d1khz_r = 0;
    end
always @(negedge ckht)
    begin
        d2hz_r = d2hz_n;
        d5hz_r = d5hz_n;
        d1hz_r = d1hz_n;
        d20hz_r = d20hz_n;
        d50hz_r = d50hz_n;
        d100hz_r = d100hz_n;
        d1khz_r = d1khz_n;    
    end
always @* 
    begin
        d1hz_n = d1hz_r;
        if(d1hz_r == N-1)   d1hz_n = 0;
        else
            d1hz_n = d1hz_r +1;
        d2hz_n = d2hz_r;
        if(d2hz_r == N/2 -1)    d2hz_n = 0;
        else
            d2hz_n = d2hz_r +1;
        d5hz_n = d5hz_r;
        if(d5hz_r == N/5 -1)    d5hz_n = 0;
        else
            d5hz_n = d5hz_r +1;
        d20hz_n = d20hz_r;
        if(d20hz_r == N/20 -1)    d20hz_n = 0;
        else
             d20hz_n = d20hz_r +1;
        d50hz_n = d50hz_r;
        if(d50hz_r == N/50 -1)    d50hz_n = 0;
        else
            d50hz_n = d50hz_r +1;
         d100hz_n = d100hz_r;
         if(d100hz_r == N/100 -1)    d100hz_n = 0;
         else
             d100hz_n = d100hz_r +1;              
         d1khz_n = d1khz_r;
         if(d1khz_r == N/1000 -1)    d1khz_n = 0;
         else
             d1khz_n = d1khz_r +1;   
    end
assign ena1hz = (d1hz_r == N/2) ? 1'b1: 1'b0;
assign ena2hz = (d1hz_r == N/(2*2)) ? 1'b1: 1'b0;
assign ena5hz = (d1hz_r == N/(2*5)) ? 1'b1: 1'b0;
assign ena20hz = (d1hz_r == N/(2*20)) ? 1'b1: 1'b0;
assign ena50hz = (d1hz_r == N/(2*50)) ? 1'b1: 1'b0;
assign ena100hz = (d1hz_r == N/(2*100)) ? 1'b1: 1'b0;
assign ena1khz = (d1hz_r == N/(2*1000)) ? 1'b1: 1'b0;
endmodule
`timescale 1ns / 1ps
module Chia_10ena(
    input   ckht,
    input   [1:0] sw,
    output  ena2hz, ena5hz, ena1khz, ena_db
    );
wire ena1hz;
wire ena20hz;
wire ena50hz;
wire ena100hz;
Chia_10     IIC (
            .ckht(ckht),
            .ena2hz(ena2hz),
            .ena5hz(ena5hz),
            .ena1khz(ena1khz),
            .ena1hz(ena1hz),
            .ena20hz(ena20hz),
            .ena50hz(ena50hz),
            .ena100hz(ena100hz)
            );
Dahop_4kenh_1bit    IIC2    (
            .ena1hz(ena1hz),
            .ena20hz(ena20hz),
            .ena50hz(ena50hz),
            .ena100hz(ena100hz),
            .sw(sw[1:0])
            );
endmodule
`timescale 1ns / 1ps
module Dahop_4kenh_1bit(
    input   ena1hz, ena20hz, ena50hz, ena100hz,
    input   [1:0] sw,
    output  ena_db
    );
assign ena_db = (sw == 2'b00) ? ena1hz : (sw == 2'b01) ? ena20hz : (sw == 2'b10) ? ena50hz : ena100hz;   
endmodule
==> flow/run.sh <==
#!/bin/bash
# OpenROAD 26Q1-2900-gdf79404cd8, Yosys 0.63+post, stock flow scripts
make -C /OpenROAD-flow-scripts/flow DESIGN_CONFIG=/design/flow/config.mk WORK_HOME=/design/flow/orfs finish
==> flow/config.mk <==
export PLATFORM = sky130hd
export DESIGN_NAME = Chia_10ena
export DESIGN_NICKNAME = Chia_10ena
export VERILOG_FILES = /design/flow/design.v
export SDC_FILE = /design/flow/constraint.sdc
export NUM_CORES = 4
export LEC_CHECK = 1
export CORE_UTILIZATION = 40
==> flow/constraint.sdc <==
current_design Chia_10ena

set clk_period 3.8
set clk_io_pct 0.2

create_clock -name clk0 -period $clk_period [get_ports {ckht}]

set non_clock_inputs [all_inputs -no_clocks]
set_input_delay [expr $clk_period * $clk_io_pct] -clock clk0 $non_clock_inputs
set_output_delay [expr $clk_period * $clk_io_pct] -clock clk0 [all_outputs]
==> results.txt <==
Figures from the implementation reports.

- The standard cell core area is 3771 um2.
- The count of nets left with antenna violations once routing finished came out at 0.
- Per the timing report, the most critical flop-to-flop path finishes at IIC.d1hz_r[20]$_SDFF_NN0_.
- The count of final hold-check violations reads 0.
- The floorplan step records an initial core utilization of 42.73%.
- The number of cells traversed by the worst hold path reads 2.
- The clock-pin slew of the registers on the worst-case setup and hold paths reads 40 ps.
- The most frequently placed logic cell in the final layout reads buf_4.
- The number of warning messages in the logs reads 62.
- The final core utilization is 59.82%.
- Per the cell usage report, the commonest logic cells after layout are 38 x buf_4, 36 x inv_1, 29 x dfxtp_1.
- The placed wire-length estimate after detailed placement reads 2430 um.
- The dominant combinational cell family by area after synthesis is simple AND/OR/NAND/NOR gates.
- The sequential share of the synthesized area is 39.75%.
- Per the summary, power density relative to cell area is 353.7 nW/um2.
- The multiplexer fraction of the synthesized cell area is 0%.
- The via count is 1,616.
- The top-level port count reads 7.
- The post-detailed-route wirelength per cell is 13.25 um.
- The largest net degree at the start of global routing is 18.
- For this run, design rule violations remaining after detail routing come to 0.
- The overall routed net length is 3961 um.
- The minimum setup slack among reg-to-reg paths reads 1420 ps.
- Power comes to 0.7978 mW.
- The origin of the critical flop-to-flop path is IIC.d1hz_r[0]$_SDFF_NN0_.
- After layout, the setup clock skew is reported as 17.45 ps.
- Per the run report, area growth between synthesis and finish was 39.98%.
- The number of global-route vias before repair reads 1,504.
- The post-synthesis cell count from yosys reads 179.
- The total of max-cap violations reads 0.
- Counting flops with a built-in enable in the synthesized netlist gives 0.
- Per the skew report, the later register of the worst-skew pair sees a clock latency of 360 ps.
- The fraction of the mapped netlist area in adder cells is 1.553%.
- The element type at the critical path end is an output port.
- The transition time recorded at the tightest slew-check pin is 611.1 ps.
- The initial antenna violation count is 0.
- Setup repair after global routing could not meet its margin everywhere.
- The data arrival time at the worst-slack endpoint reads 3770 ps.
- TritonCTS built the clock tree.
- The post-synthesis instance total is 179.
- The number of sinks handled by clock tree synthesis reads 32.
- Yosys printed 2 warnings.
- The required time of the critical path reads 3040 ps.
- The register with the most flip-flops in the layout has 32 of them.
- The proportion of layout cells with a drive suffix above 1 reads 28.29%.
- In this run, CTS created clock tree buffers numbering 5.
- The clock H-tree reported by CTS has 2 levels.
- Per the synthesis report, the simple-gate share of the synthesized area is 36.02%.
- The first-pass iteration count of the detailed router reads 4.
- The chip area in the Yosys report reads 1612 um2.
- Yosys reported that registers with async set or reset make up 0%.
- The cell count of the worst reg-to-reg path reads 6.
- The average instance in the mapped netlist occupies 9.003 um2.
- The highest net fanout along the worst path reads 2.
- The final reports fail on setup timing.
- The vertical die dimension reported for this design is 65.48 um.
- The kind of start point of the critical path reads a flip-flop.
- The min-delay analysis places its worst path in the category reg -> reg.
- The post-synthesis xor/xnor area fraction reads 10.87%.
- Recorded from the global router log, the overflow total was 0.
- The start point of the worst hold path reads IIC.d1hz_r[0]$_SDFF_NN0_.
- VDD sags by at most 0.1907 mV.
- The setup-violating endpoint count in the final report is 3.
- The remaining max-slew budget at the tightest pin reads 59.14%.
- The final antenna diode count reads 0.
- The via count normalized by instance count is 5.405.
- The total of flip-flops plus latches after synthesis reads 32.
- The overall track demand over capacity in global routing reads 19.55%.
- The synthesis report names the predominant flop master as dfxtp_1.
- The overall die size recorded for this design is 4287 um2.
- The final weighted congestion recorded by global placement is 0.8998.
- The category of the most critical setup path reads reg -> out.
- The endpoint of the worst hold path reads IIC.d1hz_r[0]$_SDFF_NN0_.
- The starting DRC count in detailed routing reads 115.
- The flow ran to the end, but the final reports show violations.
- The first global-routing pass estimated 6382 um of wire.
- The number of core rows reads 22.
- The max-slew violation total from the final report is 0.
- The cell-mix breakdown from Yosys lists the compound-gate area share as 6.910%.
- The root cell of the clock tree reads clkbuf_8.
- Setup slack on the critical path of the routed design comes to -727.7 ps.
- The number of different library cells in the post-synthesis netlist is 39.
- The static leakage is 1.133 nW.
- The horizontal die size reads 65.48 um.
- The placement report lists the number of port buffers as 3.
- The maximum number of buffers from clock root to sink reads 2.
- The mapped netlist covers 1612 um2.
- The number of hold buffers added after cts is 0.
==> per-stage QoR <==
stage	std cells	TNS, ps	cell area (um2)	hold slack [ps]	setup WS [ps]
floorplan	179	0	1625	413.7	2.640
global placement	255	-1861	1909	493.4	-681.8
detailed placement	255	-1823	1909	500.6	-656.3
CTS	297	-2186	2197	509.6	-865.4
global route	299	-2090	2256	556.9	-807.3
finish	299	-1844	2256	532.1	-727.7
==> Yosys cell counts (2+ instances only) <==
cell type	number	area share (%)
or4_1	5	2.3
nor4_2	2	1.6
buf_2	6	1.9
nor2_1	10	2.3
xor2_1	14	7.6
nand2_1	10	2.3
nor3b_1	2	0.93
nand4_1	9	3.5
and3_1	3	1.2
nor3_1	4	1.2
dfxtp_1	32	40
o21ai_0	6	1.9
nor4_1	6	2.3
nand2b_1	2	0.78
ha_1	2	1.6
a21oi_1	10	3.1
and4_1	5	2.7
or3_1	7	2.7
nand3_1	12	3.7
inv_1	6	1.4
o31ai_1	3	1.4
xnor2_1	6	3.3
==> where the power goes <==
part,switching [mW],internal [mW]
Combinational,0.0000199,0
Sequential,0,0.338
Clock,0.222,0.238
Total,0.222,0.576
==> kinds of logic after synthesis <==
| group | count (synthesis) |
|---|---|
| adder cells (fa/ha/maj) | 2 |
| flip-flops | 32 |
| AND-OR/OR-AND | 20 |
| buffers and inverters | 15 |
| AND/OR/NAND/NOR | 89 |
| other | 1 |
| XOR/XNOR | 20 |
==> layer usage <==
layer  vias up  track usage (%)  wire [um]
met5         -                0          0
met3         7            5.282        197
met4         0            7.880         63
li1        805                -          -
met2        48            25.64       1676
met1       756            30.71       2024
==> critical path, cell delays in order (launching register included) <==
cell      delay (ps)
dfxtp_2          310
inv_2             60
ha_4             130
nand2b_4          50
or4_4            450
buf_6            140
nor4_4           250
buf_2            130
==> area by class of cell <==
cell class | count | area [um2]
Sequential cell | 32 | 644.4
Clock inverter | 35 | 160.2
Multi-Input combinational cell | 132 | 992.2
Fill cell | 282 | 1515
Timing Repair Buffer | 42 | 311.5
Tap cell | 48 | 60.06
Inverter | 5 | 18.77
Clock buffer | 5 | 68.82
==> worst max path at each step <==
stage,endpoint,slack (ps),start
after CTS,ena5hz,-870,IIC.d1hz_r[0]$_SDFF_NN0_
after global routing,ena5hz,-810,IIC.d1hz_r[0]$_SDFF_NN0_
final,ena5hz,-730,IIC.d1hz_r[1]$_SDFF_NN0_
==> timing repair <==
action / 4_1_cts / 5_1_grt
pin swaps: 7 / 8
endpoints found under the setup margin: 3 / 3
buffers inserted: 3 / 2
resized: 18 / 10
Power and IR drop assume default switching activity.
