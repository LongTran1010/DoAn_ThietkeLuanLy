==> design/flow/design.v <==
`timescale 1ns / 1ps
module HEXTOBCD_7BIT(
    input  [6:0] sohex7bit,
    output [3:0] chuc, donvi
    );
integer i;
reg [14:0] bcdhex;
always @*
    begin
        bcdhex = {8'b00000000,sohex7bit};
        for (i=0; i<6; i=i+1)
        begin
            bcdhex = {bcdhex[13:0],1'b0};
            if (bcdhex[10:7]>=5)
                bcdhex[10:7]= bcdhex[10:7]+3;
            if (bcdhex[14:11]>=5)
                bcdhex[14:11]= bcdhex[14:11]+3;
        end        
        bcdhex = {bcdhex[13:0], 1'b0};
    end    
    assign chuc  = bcdhex [14:11];
    assign donvi = bcdhex [10:7];
endmodule
`timescale 1ns / 1ps
module HEXTOBCD_GPGPT(
    input  [6:0] ptgiay, giay, phut, gio,
    output [3:0] dv_ptgiay, ch_ptgiay,
    output [3:0] dv_giay, ch_giay,
    output [3:0] dv_phut, ch_phut,
    output [3:0] dv_gio, ch_gio
    );
HEXTOBCD_7BIT K1 (
            .sohex7bit(ptgiay),
            .donvi(dv_ptgiay),
            .chuc(ch_ptgiay)
            );
HEXTOBCD_7BIT K2 (
            .sohex7bit(giay),
            .donvi(dv_giay),
            .chuc(ch_giay)
            );
HEXTOBCD_7BIT K3 (
            .sohex7bit(phut),
            .donvi(dv_phut),
            .chuc(ch_phut)
            );
HEXTOBCD_7BIT K4 (
            .sohex7bit(gio),
            .donvi(dv_gio),
            .chuc(ch_gio)
            );
endmodule
==> design/flow/run.sh <==
#!/bin/bash
# OpenROAD 26Q1-2900-gdf79404cd8, Yosys 0.63+post, stock flow scripts
make -C /OpenROAD-flow-scripts/flow DESIGN_CONFIG=/design/flow/config.mk WORK_HOME=/design/flow/orfs finish
==> design/flow/config.mk <==
export PLATFORM = sky130hd
export DESIGN_NAME = HEXTOBCD_GPGPT
export DESIGN_NICKNAME = HEXTOBCD_GPGPT
export VERILOG_FILES = /design/flow/design.v
export SDC_FILE = /design/flow/constraint.sdc
export NUM_CORES = 4
export LEC_CHECK = 1
export CORE_AREA = 10 10 90 90
export DIE_AREA = 0 0 100 100
==> design/flow/constraint.sdc <==
current_design HEXTOBCD_GPGPT

set clk_period 6.3
set clk_io_pct 0.2

create_clock -name clk0 -period $clk_period

set non_clock_inputs [all_inputs -no_clocks]
set_input_delay [expr $clk_period * $clk_io_pct] -clock clk0 $non_clock_inputs
set_output_delay [expr $clk_period * $clk_io_pct] -clock clk0 [all_outputs]
==> impl_metrics.py <==
# Metrics from the implementation run
metrics = {
    "status": {
        "status": "complete, no violations",
    },
    "pwr": {
        "internal-power_w": 0.000335,
        "swShare": 0.421,
        "p_sw_w": 0.000244,
        "p_per_area_nw_per_um2": 155,
        "p_leak_nw": 1.70,
        "clkPwrFrac": 0,
        "peakVddDrop_v": 0.000103,
        "seqPwrFrac": 0,
        "power_frac_comb": 1.000,
        "finalPower_w": 0.000579,
    },
    "finish": {
        "clock_buffers": 0,
        "regArea_um2": 0,
        "fillers": 539,
        "drive_gt1_frac": 0.301,
        "instances_no_fill": 532,
        "flops": 0,
        "final_cell_area_um2": 3730,
        "syn2layout_area_growth_pct": 53.8,
    },
    "placed_design": {
        "placed_area_um2": 3470,
        "gp_routability_congestion": 0.850,
        "port_buffers": 52,
        "placed_cells": 526,
        "hpwlAfterDp_um": 5100,
    },
    "sta": {
        "grt_setup_unrepaired": "false",
        "hold_viol_final": 0,
        "fmax_ghz": 0.165,
        "fin_crit_sh": 0.963,
        "finalSetupViolations": 0,
        "hold_slack_ps": 2520,
        "setup_tns_ps": 0,
        "relSlewSlack": 0.737,
        "slew_violations": 0,
        "tightest_slew_ps": 393,
        "min_period_ps": 6070,
    },
    "critical_path": {
        "cp-end-kind": "output pin",
        "worstPathRequired_ps": 5040,
        "worstPathArrival_ps": 4810,
        "slowest_stage": "clkdlybuf4s50_1",
        "slowest_delay_ps": 510,
        "cp_max_fo": 7,
        "cpLargestDelayFamily": "buffers and inverters",
        "path_cells": "clkdlybuf4s50_1 > inv_1 > ha_1 > o21ai_2 > xnor2_2 > ha_2 > nand2b_4 > a32oi_4 > xnor2_2 > inv_2 > ha_1 > buf_4 > nor2b_1 > o211ai_1 > buf_4 > nand2_1 > o211ai_1 > clkdlybuf4s50_1",
        "worst-path-buf-inv": 6,
        "crit_type": "in2out",
        "cp-start-kind": "primary input",
    },
    "yosys": {
        "yosysUniqueCellTypes": 69,
        "yosysWarnings": 1,
        "fa_ha_area_frac": 0.191,
        "ys_seq_share": 0,
        "mux_area_frac": 0.0852,
        "syn-cell-area_um2": 2420,
        "syn_avg_cell_area_um2": 7.10,
        "syn_inst": 341,
        "most_common_cell": "ha_1",
        "xor_share": 0.0795,
        "yosys.area.top_type": "ha_1",
        "yosysCellCount": 341,
        "synth-compound-area-share": 0.346,
        "top_area_frac": 0.191,
        "synthTopCellsByCount": "37 x ha_1, 33 x inv_1, 30 x a21oi_1",
        "synth_chip_area_um2": 2420,
        "topCellsByArea": "ha_1 19%, xnor2_1 7.2%, a21oi_1 6.2%",
        "topCombFamilyByArea": "AND-OR/OR-AND gates",
        "yosys.area_share.simple": 0.222,
    },
    "routing": {
        "drc": 0,
        "drt_wl_total_um": 6240,
        "wire_per_inst_um": 11.7,
        "antennaDiodeCount": 0,
        "drt_iter0_markers": 83,
        "vias_per_cell": 5.20,
        "drtPass1Iterations": 4,
        "final_antenna_net_count": 0,
        "via_count": 2764,
    },
    "worst_hold_path": {
        "min_from": "giay[0]",
        "hp-class": "in2out",
        "whs_endpoint": "dv_giay[0]",
        "worstHoldPathCells": 0,
    },
    "floorplan": {
        "initCoreUtil": 0.386,
        "core.rowCount": 29,
        "coreArea_um2": 6280,
        "die_h_um": 100,
        "chipArea_um2": 10000,
        "dieWidth_um": 100,
        "io_pins": 60,
    },
    "global_routing": {
        "grt_use_total": 0.115,
        "grt_first_pass_wirelength_um": 10500,
        "overflow": 0,
        "grt_antenna_before_repair": 0,
        "grt_pass1_vias": 2504,
        "grt_start_max_net_pins": 13,
    },
    "run": {
        "warnings": 48,
        "cap_violations": 0,
    },
}
[placed cells by master (no fill, tap or decap), types with 4 or more instances in the layout]
cell type and n:
a21oi_1 24, a21oi_2 8, and2_1 4, buf_4 72, clkdlybuf4s50_1 44, dlymetal6s2s_1 6, ha_1 25, ha_2 12
inv_1 30, mux2_2 5, mux2i_1 10, nand2_1 24, nand2b_1 6, nor2_1 28, nor2b_1 7, nor3_1 5
o211ai_1 5, o21ai_0 17, o21ai_1 7, o21ai_2 4, o21bai_1 4, o22a_1 5, xnor2_1 13, xnor2_2 7
[worst max path at each step]
stage | cells past startpoint | end | start
after CTS | 22 | ch_phut[3] | phut[5]
final | 18 | dv_ptgiay[3] | ptgiay[5]
after global routing | 21 | ch_gio[1] | gio[4]
[metrics by stage]
step | setup slack [ps] | util
finish | 234 | 0.594
floorplan | 776 | -
CTS | 7.13 | 0.568
detailed placement | -93.5 | 0.553
global route | 4.76 | 0.594
global placement | -105 | 0.553
[what timing repair did]
| action | 4_1_cts | 5_1_grt |
|---|---|---|
| hold buffers | 0 | 0 |
| buffers inserted | 2 | 4 |
| endpoints found under the hold margin | 0 | 0 |
| gates resized | 24 | 35 |
| pin swaps | 7 | 14 |
| endpoints found under the setup margin | 16 | 25 |
[area by class of cell]
class | count | area (um2) | share of cell area
Timing Repair Buffer | 124 | 1070 | 0.288
Inverter | 33 | 124 | 0.0332
Tap cell | 77 | 96.3 | 0.0259
Multi-Input combinational cell | 298 | 2430 | 0.653
[metal layers]
layer	GRT usage	vias up	share of wire
met3	0.0132	2	0.041
met1	0.158	1228	0.50
met5	0	-	0
li1	-	1488	-
met2	0.199	46	0.46
met4	0.00435	0	0.0014
[cell families after synthesis]
group | count (synthesis)
multiplexers | 19
adder cells (fa/ha/maj) | 37
AND/OR/NAND/NOR | 101
AND-OR/OR-AND | 119
buffers and inverters | 43
XOR/XNOR | 22
[power by group through the flow]
stage	clock network (W)	registers [W]	logic (W)
CTS	0	0	0.000570
global route	0	0	0.000646
finish	0	0	0.000579
Power is estimated from default activity; no workload was simulated.
