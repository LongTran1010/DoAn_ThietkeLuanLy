File: flow/run.sh
#!/bin/bash
# OpenROAD 26Q1-2900-gdf79404cd8, Yosys 0.63+post, stock flow scripts
make -C /OpenROAD-flow-scripts/flow DESIGN_CONFIG=/design/flow/config.mk WORK_HOME=/design/flow/orfs finish
File: flow/config.mk
export PLATFORM = sky130hd
export DESIGN_NAME = LCD_TRANSFER
export DESIGN_NICKNAME = LCD_TRANSFER
export VERILOG_FILES = /design/flow/design.v
export SDC_FILE = /design/flow/constraint.sdc
export NUM_CORES = 4
export LEC_CHECK = 1
export CORE_UTILIZATION = 40
File: flow/design.v
`timescale 1ns / 1ps
module LCD_GAN_DU_LIEU (
  input  wire save,
  input  wire [159:0] lcd_data,
  output wire [159:0] lcd_h0,
  output wire [159:0] lcd_h1,
  output wire [159:0] lcd_h2,
  output wire [159:0] lcd_h3  
);
  reg [159:0] lcd_h0r;
  reg [159:0] lcd_h1r;
  reg [159:0] lcd_h2r;
  reg [159:0] lcd_h3r;
  always @(posedge save) 
  begin
    if (save) 
        begin
          lcd_h1r <= lcd_h2r;
          lcd_h2r <= lcd_h3r;
          lcd_h3r <= lcd_data;
        end
  end
  assign lcd_h0 = "  Dong Ho The Thao  "; 
  assign lcd_h1 = lcd_h1r;
  assign lcd_h2 = lcd_h2r;
  assign lcd_h3 = lcd_h3r;
endmodule
`timescale 1ns / 1ps
module LCD_HIENTHI(
    input ckht,rst,
    input [159:0] lcd_h0,
    input [159:0] lcd_h1,
    input [159:0] lcd_h2,
    input [159:0] lcd_h3,
    output lcd_rs, lcd_e,
    output [7:0] lcd_db
    );
parameter [3:0]
LCD_INITIAL = 4'b0000,
LCD_ADDR_L0 = 4'b0001,
LCD_DATA_L0 = 4'b0010,    
LCD_ADDR_L1 = 4'b0011,
LCD_DATA_L1 = 4'b0100,
LCD_ADDR_L2 = 4'b0101,
LCD_DATA_L2 = 4'b0110,    
LCD_ADDR_L3 = 4'b0111,
LCD_DATA_L3 = 4'b1000,
LCD_STOP    = 4'b1001;
wire [7:0] lcd_h0b[0:19];
wire [7:0] lcd_h1b[0:19];
wire [7:0] lcd_h2b[0:19];
wire [7:0] lcd_h3b[0:19];
reg [3:0] state;
reg [19:0] slx;
reg [4:0] ptr;
reg lcd_rsr;
reg lcd_er;
reg [7:0] lcd_dbr;
wire [7:0] lcd_cmd [0:5];
assign lcd_e = lcd_er;
assign lcd_rs = lcd_rsr;
assign lcd_db = lcd_dbr;
assign lcd_cmd[0] = 8'h00;
assign lcd_cmd[1] = 8'h3c;  
assign lcd_cmd[2] = 8'h0c;
assign lcd_cmd[3] = 8'h01;  
assign lcd_cmd[4] = 8'h02;  
assign lcd_cmd[5] = 8'h06;
generate
genvar i;
for (i = 1; i < 21; i = i+1)
    begin: for_name
        assign lcd_h0b[20-i] = lcd_h0[i*8-1:i*8-8];
        assign lcd_h1b[20-i] = lcd_h1[i*8-1:i*8-8];
        assign lcd_h2b[20-i] = lcd_h2[i*8-1:i*8-8];
        assign lcd_h3b[20-i] = lcd_h3[i*8-1:i*8-8];
    end
endgenerate
always @(negedge ckht)
if (rst)
    begin
        state = LCD_INITIAL;
        slx   = 0;
        ptr   = 0;
        lcd_er = 1'b0;
        lcd_rsr = 1'b0;
        lcd_dbr = 8'h00;
    end
else
    case (state)
        LCD_INITIAL:
            begin
                slx = slx+1;
                lcd_dbr = lcd_cmd[ptr];
                lcd_rsr = 1'b0;
                if (slx == 10) lcd_er = 1'b1;
                else if (slx == 30) lcd_er = 1'b0;
                else if (slx == 164000)
                    begin
                        slx = 0;
                        if (ptr == 5) state = LCD_ADDR_L0;
                        else ptr = ptr + 1;
                    end  
            end
        LCD_ADDR_L0:
            begin
                slx = slx+1;
                lcd_dbr = 8'h80;
                lcd_rsr = 1'b0;
                if (slx == 10) lcd_er = 1'b1;
                else if (slx == 30) lcd_er = 1'b0;
                else if (slx == 5000)
                    begin
                        slx = 0;
                        ptr = 0; 
                        state = LCD_DATA_L0;
                    end  
            end
        LCD_DATA_L0:
            begin
                slx = slx+1;
                lcd_dbr = lcd_h0b[ptr];
                lcd_rsr = 1'b1;
                if (slx == 10) lcd_er = 1'b1;
                else if (slx == 30) lcd_er = 1'b0;
                else if (slx == 5000)
                    begin
                        slx = 0;
                        if (ptr == 19) state = LCD_ADDR_L1;
                        else ptr = ptr + 1;
                    end  
            end
        LCD_ADDR_L1:
            begin
                slx = slx+1;
                lcd_dbr = 8'hc0;
                lcd_rsr = 1'b0;
                if (slx == 10) lcd_er = 1'b1;
                else if (slx == 30) lcd_er = 1'b0;
                else if (slx == 5000)
                    begin
                        slx = 0;
                        ptr = 0; 
                        state = LCD_DATA_L1;
                    end  
            end
         LCD_DATA_L1:
            begin
                slx = slx+1;
                lcd_dbr = lcd_h1b[ptr];
                lcd_rsr = 1'b1;
                if (slx == 10) lcd_er = 1'b1;
                else if (slx == 30) lcd_er = 1'b0;
                else if (slx == 5000)
                    begin
                        slx = 0;
                        if (ptr == 19) state = LCD_ADDR_L2;
                        else ptr = ptr + 1;
                    end  
            end  
         LCD_ADDR_L2:
            begin
                slx = slx+1;
                lcd_dbr = 8'h94;
                lcd_rsr = 1'b0;
                if (slx == 10) lcd_er = 1'b1;
                else if (slx == 30) lcd_er = 1'b0;
                else if (slx == 5000)
                    begin
                        slx = 0;
                        ptr = 0; 
                        state = LCD_DATA_L2;
                    end  
            end
         LCD_DATA_L2:
            begin
                slx = slx+1;
                lcd_dbr = lcd_h2b[ptr];
                lcd_rsr = 1'b1;
                if (slx == 10) lcd_er = 1'b1;
                else if (slx == 30) lcd_er = 1'b0;
                else if (slx == 5000)
                    begin
                        slx = 0;
                        if (ptr == 19) state = LCD_ADDR_L3;
                        else ptr = ptr + 1;
                    end  
            end
         LCD_ADDR_L3:
            begin
                slx = slx+1;
                lcd_dbr = 8'hd4;
                lcd_rsr = 1'b0;
                if (slx == 10) lcd_er = 1'b1;
                else if (slx == 30) lcd_er = 1'b0;
                else if (slx == 5000)
                    begin
                        slx = 0;
                        ptr = 0; 
                        state = LCD_DATA_L3;
                    end  
            end
         LCD_DATA_L3:
            begin
                slx = slx+1;
                lcd_dbr = lcd_h3b[ptr];
                lcd_rsr = 1'b1;
                if (slx == 10) lcd_er = 1'b1;
                else if (slx == 30) lcd_er = 1'b0;
                else if (slx == 5000)
                    begin
                        slx = 0;
                        if (ptr == 19) state = LCD_STOP;
                        else ptr = ptr + 1;
                    end  
            end                
         LCD_STOP:
            begin
                slx = slx+1;
                if (slx == 1000000)
                    begin
                        slx = 0;
                        state = LCD_ADDR_L0;
                    end
            end            
     endcase
endmodule
`timescale 1ns / 1ps
module LCD_TRANSFER(
    input [159:0] lcd_data,
    input rst,
    input save,
    input ckht,
    output [7:0] lcd_db,
    output lcd_rs,
    output lcd_e,
    output lcd_p
);
wire [159:0] lcd_h0;
wire [159:0] lcd_h1;
wire [159:0] lcd_h2;
wire [159:0] lcd_h3;
assign lcd_p = 1;
LCD_GAN_DU_LIEU K1 ( .save(save),
                     .lcd_data(lcd_data),
                     .lcd_h0(lcd_h0),
                     .lcd_h1(lcd_h1),
                     .lcd_h2(lcd_h2),
                     .lcd_h3(lcd_h3)
                    );
LCD_HIENTHI     K2 ( .ckht(ckht),
                     .rst(rst),
                     .lcd_h0(lcd_h0),
                     .lcd_h1(lcd_h1),
                     .lcd_h2(lcd_h2),
                     .lcd_h3(lcd_h3),
                     .lcd_rs(lcd_rs),
                     .lcd_e(lcd_e),
                     .lcd_db(lcd_db)                        
                    );                   
endmodule
File: flow/constraint.sdc
current_design LCD_TRANSFER

set clk_period 5.0
set clk_io_pct 0.2

create_clock -name clk0 -period $clk_period [get_ports {ckht}]
create_clock -name clk1 -period $clk_period [get_ports {save}]

set non_clock_inputs [all_inputs -no_clocks]
set_input_delay [expr $clk_period * $clk_io_pct] -clock clk0 $non_clock_inputs
set_output_delay [expr $clk_period * $clk_io_pct] -clock clk0 [all_outputs]
==> qor.yml <==
setup_path:
  cp_slowest_stage_delay_ns: 0.50
  crit_path_top_delay_cell: "clkdlybuf4s50_1"
  critical_path_type: "reg -> out"
  rr_startpoint: "K1.lcd_h3r[121]$_DFF_P_"
  cp_data_required_time_ns: 4.00
  cp-start-kind: "flip-flop"
  crit_family: "buffers and inverters"
  worst_setup_path_end_kind: "output pin"
  crit_path_cell_trace: "clkdlybuf4s50_1"
  worst_setup_path_startpoint: "K2.lcd_dbr[3]$_SDFFE_NP0N_"
  cp_max_fo: 2
  worst-path-buf-inv: 1
  worstPathArrival_ns: 3.75
synth:
  ys_seq_elements: 525
  synth.lib_cells_used.distinct: 69
  netlist_instances: 1317
  post_synthesis_instance_area_um2: 15600
  async_reset_ff_share_pct: 0
  commonest_register_cell_after_synthesis: "dfxtp_1"
  yosys_warnings: 2
  number_of_enable_flip_flop_cells: 0
  syn_avg_cell_area_um2: 11.8
  ys_seq_share_pct: 67.5
  yosysCellCount: 1317
  yosys.stat.chipArea_um2: 15600
clock_network:
  tritoncts: "built"
  post_cts_hold_buffer_count: 0
  post_cts.repair.setup_buffers: 0
  post_cts_resized: 0
  clkSlewWorstSetupHoldPaths_ns: 0.06
  clock-sinks: 525
hold_path:
  hold_path_startpoint: "K1.lcd_h2r[22]$_DFF_P_"
  min-delay-path-class: "reg -> reg"
power:
  vdd.ir_drop.worst_mv: 0.289
  p_int_mw: 6.81
  pwr_density_cell_nw_per_um2: 439
  combPwrFrac_pct: 2.6
  total_leakage_power_nw: 7.67
  p_sw_mw: 1.86
  finalPower_mw: 8.68
  clockPowerShare_pct: 45.4
  swShare_pct: 21.5
  seq_power_share_pct: 52.0
cells_and_area:
  postLayoutCoreUtil_pct: 52.0
  final_layout_size_suffix_gt1_share_pct: 9.06
  finalInstanceArea_um2: 19800
  synthToLayoutAreaGrowth_pct: 27.0
routing:
  drtPass1Iterations: 6
  wirelength_mm: 45.0
  detail-route-antenna-nets: 0
  viasPerCell: 5.50
  wl_per_cell_um: 21.6
  antennaDiodeCount: 0
  drt_iter0_drc: 757
  remaining_drc_errors: 0
  num_vias: 11400
floorplan:
  die_w_um: 199
  floorplan.core_area_um2: 38000
  fp.dieArea_um2: 39700
  floorplan.initialDensity_pct: 41.0
  floorplan.rows: 71
  io-pin-count: 174
  die_y_um: 199
sta:
  finalHoldViolations: 0
  slew_headroom_pct: 34.8
  worst_margin_slew_ns: 0.954
  report.final.slew_viol_count: 0
  finClkSkew_ns: 0.0147
  grt_setup_unrepaired: "false"
  total_negative_setup_slack_ns: 0
  report.final.setup_viol: 0
global_route:
  grt_first_pass_wirelength_mm: 68.6
  grt_start_max_net_pins: 38
  total_grt_usage_pct: 24.1
  grt_overflow_total: 0
  met3_usage_pct: 6.65
  busiest_layer: "met2"
  grt.met2_usage_pct: 36.1
  grtUsageMet1_pct: 34.5
  first_global_vias: 11600
  antenna_violations_before_repair: 1
outcome:
  run_status: "finished clean"
place:
  detailedPlacementHpwl_mm: 30.9
  place.gp.congestion: 0.927
  detailed_place.area_um2: 17900
  place.port_buffers: 171
run:
  timing.max_cap.violations: 0
  number_of_warnings_in_the_stage_logs: 76
Yosys cell counts, types with 6 or more instances:
cell type,number,share of area [%]
a211o_1,7,0.39
a21oi_1,54,1.7
o21ai_0,40,1.3
a221oi_1,33,1.9
nor3b_1,6,0.29
nor3_1,18,0.58
dfxtp_1,525,67
a222oi_1,20,1.3
clkbuf_1,77,1.9
a22oi_1,120,5.8
a22o_1,42,2.4
and3_1,12,0.48
inv_1,14,0.34
nor2_1,32,0.77
buf_2,7,0.22
nor2b_1,8,0.32
nand2b_1,9,0.36
nor4_1,11,0.44
ha_1,9,0.72
mux2i_1,9,0.58
o21a_1,8,0.39
o31ai_1,8,0.39
nand4_1,49,2.0
nand2_1,62,1.5
xnor2_1,8,0.45
o211ai_1,10,0.48
nand3_1,33,1.1
layout make-up:
class / count / area (µm²)
tap: 511 / 639
timing repair buffer: 206 / 1970
fill: 3319 / 18300
inverter: 13 / 48.8
sequential: 525 / 10500
multi-input combinational: 688 / 4740
clock inverter: 65 / 392
clock buffer: 71 / 1460
layer usage:
layer / up-vias / part of all wire, %
met1: 5466 / 44
met5: - / 0
met2: 497 / 45
li1: 5370 / -
met3: 107 / 7.4
met4: 0 / 4.0
flip-flops by register name, summed over array words and instances (netlist names):
signal      cells
K2.ptr          5
K2.lcd_dbr      8
K1.lcd_h3r    160
K1.lcd_h2r    160
K2.lcd_rsr      1
K2.lcd_er       1
K2.slx         20
K1.lcd_h1r    160
K2.state       10
cell usage in the layout, fill, tap and decap left out, types with 6 or more instances in the layout:
cell,synthesis,routed
clkbuf_16,0,52
xnor2_1,8,8
o31ai_1,8,8
ha_1,9,9
clkdlybuf4s50_1,0,171
a211o_1,7,7
a222oi_1,20,20
nor2b_1,8,8
mux2i_1,9,9
nand2_1,62,62
clkbuf_1,77,10
nand2b_1,9,9
nor3b_1,6,6
dfxtp_1,525,525
nor3_1,18,14
nand3_1,33,33
a22oi_1,120,120
a21oi_1,54,54
o21a_1,8,8
a22o_1,42,42
nor4_1,11,11
nand4_1,49,49
nor2_1,32,27
o211ai_1,10,10
clkbuf_8,0,9
and3_1,12,12
inv_1,14,58
buf_4,2,35
o21ai_0,40,40
a221oi_1,33,33
power by group through the flow:
stage	clock network [mW]	logic [mW]	registers, mW
after global routing	4.23	0.245	4.53
after CTS	4.02	0.231	4.51
final	3.94	0.230	4.51
cell families after synthesis:
group / count (synthesis) / synth area share, %
other: 1 / 0.0241
xor gates and xnor gates: 13 / 0.731
DFF: 525 / 67.5
AOI/OAI and AO/OA: 385 / 18.2
muxes: 11 / 0.723
adders and majority gates: 9 / 0.723
and+or+nand+nor: 269 / 9.50
buffers and inverters: 104 / 2.62
path summary, 6_finish.rpt:
kind                                       to  slack, ns  cells past startpoint
max                                 lcd_db[3]       0.25                      1
min                    K1.lcd_h1r[22]$_DFF_P_       0.34                      0
max reg2reg        K2.lcd_dbr[1]$_SDFFE_NP0N_       0.34                      6
min reg2reg            K1.lcd_h1r[22]$_DFF_P_       0.34                      0
max in group clk1     K1.lcd_h3r[102]$_DFF_P_       4.00                      1
min in group clk0         K2.state[3]$_DFF_N_       0.49                      2
through the flow:
stage | setup slack [ns] | hold WS, ns | cells
finish | 0.252 | 0.343 | 2079
global route | 0.179 | 0.351 | 2079
CTS | 0.245 | 0.340 | 2079
detailed placement | 0.137 | 0.332 | 1944
global placement | 0.130 | 0.330 | 1944
floorplan | 0.710 | 0.323 | 1317
Power figures rest on the tool's default switching activity, not on a simulated workload.
